File: flow/config.mk
export PLATFORM = sky130hd
export DESIGN_NAME = cond
export DESIGN_NICKNAME = cond
export VERILOG_FILES = /design/flow/design.v
export SDC_FILE = /design/flow/constraint.sdc
export NUM_CORES = 4
export LEC_CHECK = 1
export CORE_AREA = 10 10 70 70
export DIE_AREA = 0 0 80 80
File: flow/constraint.sdc
current_design cond

set clk_period 1.5
set clk_io_pct 0.2

create_clock -name clk0 -period $clk_period

set non_clock_inputs [all_inputs -no_clocks]
set_input_delay [expr $clk_period * $clk_io_pct] -clock clk0 $non_clock_inputs
set_output_delay [expr $clk_period * $clk_io_pct] -clock clk0 [all_outputs]
File: flow/design.v
module cond (
  input logic flagn,
  input logic flagz,
  input logic flagc,
  input logic flagv,
  input logic[3:0] jmpcond,
  output logic jump,
  output logic ret
);
logic out;
logic not_n_xor_v;
assign not_n_xor_v = !flagn ^ flagv;
always_comb begin
  case (jmpcond[3:1])
    3'b000, 3'b111: out = 1;
    3'b001: out = flagz;
    3'b010: out = flagc;
    3'b011: out = flagn;
    3'b100: out = not_n_xor_v;
    3'b101: out = not_n_xor_v & !flagz;
    3'b110: out = flagc & !flagz;
  endcase
end
assign jump = out ^ jmpcond[0];
assign ret = jmpcond == 4'b1111;
endmodule
File: flow/run.sh
#!/bin/bash
# OpenROAD 26Q1-2900-gdf79404cd8, Yosys 0.63+post, stock flow scripts
make -C /OpenROAD-flow-scripts/flow DESIGN_CONFIG=/design/flow/config.mk WORK_HOME=/design/flow/orfs finish
==> reports/summary.txt <==
WP buf/inv: 2
Worst stage delay on the critical path: 0.33 ns
IO Pins: 10
Final setup fails: 1
Met2 Track Usage GR: 2.408%
TritonRoute pass-1 iters: 2
Final period util: 101.8%
Failing checks: setup timing
Max Freq: 0.6551 GHz
DRT Wirelength: 478 um
CP max stage cell: a221o_1
Vias per inst: 2.217
Fin util: 8.169%
Hold buffers post-CTS: 0
Largest net degree at the start of global routing: 7
Initial antenna violation count: 0
CORE AREA: 3416 um2
Area taken by multi-input logic gates: 141.4 um2
First-pass GRT wire length: 731 um
Met1 Use GR: 1.781%
Post-synth area hogs: a221oi_2, a221o_1, and4_2
Yosys top cell by area: a221oi_2
Final setup margin: -0.02654 ns
Crit path launch: flagn
Tool warnings: 34
Worst-Margin Slew: 0.2438 ns
DRC: 0
Crit path required time: 1.20 ns
Avg Inst Size Synth: 8.967 um2
Cell family with most CP delay: AND-OR/OR-AND gates
Registers: 0
Share of post-route cells with drive strength above 1: 69.57%
Final Hold Viols: 0
1st-iter DRT viols: 24
Register Area: 0 um2
RSZ-0062 raised after global routing: yes
# rows: 21
Vias in the first global route: 148
Ys Warns: 1
GR peak layer: met2
Share of the synthesized area in the top cell type: 13.95%
Total congestion overflow: 0
Worst vdd ir: 0.02856 mV
CP Max Fanout: 2
Total track usage: 1.339%
Vias: 153
Die width: 80 um
Max_cap viols: 0
Ys cells: 12
Max Slew Vio Count: 0
Antenna Diode Count: 0
Status: finished, violations left
Fill count: 403
Placed cells: 68
Crit start category: input port
Yosys cell types: 12
Leak: 0.0001060 uW
CP Capture Type: primary output
Synth Seq Share: 0%
Pwr dens: 225.8 nW/um2
CP Capture Point: jump
Pre-Place Util: 3.150%
Synthesized netlist cell count: 12
M3 GR Usage: 0.1136%
YS chip area: 107.6 um2
Routed Antenna Nets: 0
Area Overhead vs Synth: 159.3%
Levels on crit path: 5
Min Tclk post-route: 1.527 ns
CLK BUF: 0
Routed WL per cell: 6.928 um
Critical path, cell by cell: buf_6, xor2_1, a221o_1, a221oi_2, buf_2
Crit path DAT: 1.23 ns
WS Path Type: input port to primary output
Die footprint: 6400 um2
Hold Crit Class: input port to primary output
Slew margin rel.: 83.61%
Die Y: 80 um
RD Place Congestion: 0.6270
PortBufs: 10
Final cell count without fillers: 69
Post-Syn Area: 107.6 um2
[cell type report]
class	instances	share of cell area, %
tap	46	20.63
timing repair buffer	11	28.70
multi-input combinational	12	50.67
[routing by layer]
metal,vias to the layer above,routed length (um)
li1,77,-
met1,72,231
met2,4,230
met3,0,16
met4,0,0
met5,-,0
[cells in the final DEF (no fill, tap or decap), drive strengths merged]
cell type	n
a21boi	1
a21oi	1
a221o	1
a221oi	1
and4	1
buf	10
clkdlybuf4s50	1
nor3b	1
nor4	1
nor4bb	1
o211a	1
o31a	1
xnor2	1
xor2	1
[cell usage after synthesis (all sizes together)]
cell / number
a21boi: 1
o31a: 1
a221oi: 1
nor4: 1
and4: 1
xor2: 1
xnor2: 1
o211a: 1
nor4bb: 1
a221o: 1
nor3b: 1
a21oi: 1
[tightest hold or removal path, delay by kind of cell]
kind / cells / cell delay [ns]
buffers and inverters: 2 / 0.22
AOI/OAI and AO/OA: 2 / 0.18
[cells by family (layout without fill, tap and decap cells)]
group,after synthesis,in the layout,share of synthesized area [%]
compound gates,6,6,52.32
simple gates,4,4,31.40
xor+xnor,2,2,16.28
buf+inv,0,11,0
[worst min path at each step]
stage                 slack [ns]  cells after the start    to        from
final                       1.01                      4  jump  jmpcond[2]
after CTS                   1.01                      4  jump  jmpcond[2]
after global routing        1.03                      4  jump  jmpcond[2]
[where the power goes]
| part | switching [uW] | total (uW) | internal (uW) |
|---|---|---|---|
| clock network | 0 | 0 | 0 |
| registers | 0 | 0 | 0 |
| logic | 25.5 | 63.0 | 37.5 |
[stage by stage]
stage	hold slack, ns	setup WS, ns	TNS (ns)	power [uW]	area (um2)
finish	1.010	-0.02654	-0.02654	63.01	279.0
global route	1.033	-0.06162	-0.06162	68.56	279.0
CTS	1.015	-0.03787	-0.03787	61.20	270.3
detailed placement	1.694	-0.8721	-1.288	61.60	265.3
global placement	1.684	-0.8605	-1.267	61.35	265.3
floorplan	0.7366	0.2123	0	22.16	107.6
[what timing repair did]
item / 4_1_cts / 5_1_grt
gates resized: 42 / 4
setup buffers: 1 / 0
pin swaps: 7 / 1
setup endpoints to repair: 2 / 2
Power is estimated from default activity; no workload was simulated.
